==> flow/design.v <==
module metronome_8_beats_with_7seg_display(
    input clk,
	output reg a, b, c, d, e, f, g, speaker_out
);
	reg [3:0] counter_output = 4'b0001;  
    reg [24:0] counter = 0;
    reg [16:0] c_sharp_freq_counter = 0;
    reg [16:0] g_sharp_freq_counter = 0;
    reg [24:0] c_sharp_beep_time_counter = 0;
    reg [26:0] g_sharp_beep_time_counter = 0;   
    reg [26:0] c_sharp_loop_counter = 0;
	always@(posedge clk) begin 
		g_sharp_beep_time_counter <= g_sharp_beep_time_counter + 1'b1;
		if(g_sharp_beep_time_counter == (4*25'd27000000) ) 
			g_sharp_beep_time_counter <= 1'b0;
		if(g_sharp_beep_time_counter >= 3*(25'd27000000) && g_sharp_beep_time_counter < 27'd86400000) begin    
		    g_sharp_freq_counter <= g_sharp_freq_counter + 1'b1;
		    if(g_sharp_freq_counter == 17'd65014)  
			  	g_sharp_freq_counter <= 1'b0;
		    if(g_sharp_freq_counter < 17'd65014/2) 
			  	speaker_out <= 1'b1;
		    else 
			  	speaker_out <= 1'b0;
		end	
		c_sharp_loop_counter <= c_sharp_loop_counter + 1'b1;
		if(c_sharp_loop_counter <= 3*25'd27000000) begin
			 c_sharp_beep_time_counter <= c_sharp_beep_time_counter + 1'b1;
			 if(c_sharp_beep_time_counter == 25'd27000000) 
				 c_sharp_beep_time_counter <= 1'b0;
			 if(c_sharp_beep_time_counter <= (25'd27000000/5)) begin  
				 c_sharp_freq_counter <= c_sharp_freq_counter + 1'b1;
				 if(c_sharp_freq_counter == 17'd97408)  
					 c_sharp_freq_counter <= 1'b0;
				 if(c_sharp_freq_counter < 17'd97408/2) 
					 speaker_out <= 1'b1;
				 else 
					 speaker_out <= 1'b0;
			 end	
		end
		else if(c_sharp_loop_counter == 4*25'd27000000) begin 
			c_sharp_loop_counter <= 1'b0;
		end
		if(counter == 25'd27000000) begin 
			counter <= 1'b0;
			counter_output <= counter_output + 1'b1;
			if(counter_output == 4'b1000) begin 
				counter_output <= 1'b1;  
			end
		end
		else begin 
			counter <= counter + 1'b1;
		end
	end
	always @(counter_output) begin
			 case(counter_output)
			 4'b0000: {a, b, c, d, e, f, g} = 7'b1111110;  
			 4'b0001: {a, b, c, d, e, f, g} = 7'b0110000;  
			 4'b0010: {a, b, c, d, e, f, g} = 7'b1101101;  
			 4'b0011: {a, b, c, d, e, f, g} = 7'b1111001;  
			 4'b0100: {a, b, c, d, e, f, g} = 7'b0110011;  
			 4'b0101: {a, b, c, d, e, f, g} = 7'b1011011;  
			 4'b0110: {a, b, c, d, e, f, g} = 7'b1011111;  
			 4'b0111: {a, b, c, d, e, f, g} = 7'b1110000;  
			 4'b1000: {a, b, c, d, e, f, g} = 7'b1111111;  
			 4'b1001: {a, b, c, d, e, f, g} = 7'b1111011;  
			 default: {a, b, c, d, e, f, g} = 7'b0000000;  
		 endcase
	 end
endmodule
==> flow/run.sh <==
#!/bin/bash
# OpenROAD 26Q1-2900-gdf79404cd8, Yosys 0.63+post, stock flow scripts
make -C /OpenROAD-flow-scripts/flow DESIGN_CONFIG=/design/flow/config.mk WORK_HOME=/design/flow/orfs finish
==> flow/config.mk <==
export PLATFORM = sky130hd
export DESIGN_NAME = metronome_8_beats_with_7seg_display
export DESIGN_NICKNAME = metronome_8_beats_with_7seg_display
export VERILOG_FILES = /design/flow/design.v
export SDC_FILE = /design/flow/constraint.sdc
export NUM_CORES = 4
export LEC_CHECK = 1
export CORE_UTILIZATION = 50
==> flow/constraint.sdc <==
current_design metronome_8_beats_with_7seg_display

set clk_period 4.5
set clk_io_pct 0.2

create_clock -name clk0 -period $clk_period [get_ports {clk}]

set non_clock_inputs [all_inputs -no_clocks]
set_input_delay [expr $clk_period * $clk_io_pct] -clock clk0 $non_clock_inputs
set_output_delay [expr $clk_period * $clk_io_pct] -clock clk0 [all_outputs]
==> results.sh <==
# source this file to load flow results
export IMPL_compound_area_share_pct=4.69
export IMPL_viasPerCell=5.40
export IMPL_ios=9
export IMPL_crit_path_start_kind="register"
export IMPL_warnings=37
export IMPL_top_area_share_pct=25.8
export IMPL_grt_first_pass_wirelength_um=21800
export IMPL_dpl_hpwl_um=8580
export IMPL_wl_per_cell_um=13.0
export IMPL_worst_path_buf_inv=2
export IMPL_hold_viol=0
export IMPL_reg2reg_to="c_sharp_freq_counter[3]"
export IMPL_endpoint="b"
export IMPL_ys_sh_mux_pct=0.853
export IMPL_p_clk_share_pct=47.6
export IMPL_worst_pin_slew_ps=799
export IMPL_period_used_pct=66.9
export IMPL_die_area_sq_um=15200
export IMPL_layout_drive_gt1_share_pct=6.23
export IMPL_cts_htree_levels=4
export IMPL_gp_congestion=0.868
export IMPL_top_cell="nor2_1"
export IMPL_route_detailed_drc=0
export IMPL_holdWs_ps=458
export IMPL_cpPeakStageDelay_ps=540
export IMPL_numCtsBuffers=17
export IMPL_arrival_ps=2110
export IMPL_tns_ps=0
export IMPL_ys_ff=143
export IMPL_setup_viol=0
export IMPL_max_freq_mhz=332
export IMPL_drt_iter0_drc=301
export IMPL_yosys_warnings=1
export IMPL_p_sw_share_pct=19.8
export IMPL_die_w_um=123
export IMPL_seqPwrFrac_pct=52.4
export IMPL_grt_max_degree=26
export IMPL_drtPass1Iterations=8
export IMPL_numPortBuffers=8
export IMPL_top_logic_kind="simple AND/OR/NAND/NOR gates"
export IMPL_grt_total_usage_pct=18.6
export IMPL_dr_total_vias=5223
export IMPL_synthFlopType="dfxtp_1"
export IMPL_powerDensity_nw_per_um2=317
export IMPL_diodes=0
export IMPL_core_sq_um=14100
export IMPL_crit_cells=4
export IMPL_num_fill_cells=1173
export IMPL_edf_count=63
export IMPL_synthCells=761
export IMPL_status="finished clean"
export IMPL_ir_drop_v=0.000315
export IMPL_startpoint="counter_output[1]"
export IMPL_combPwrFrac_pct=0
export IMPL_yosysChipArea_sq_um=7330
export IMPL_endpoint_kind="primary output"
export IMPL_p_int_uw=2060
export IMPL_cts_sinks=143
export IMPL_cts_setup_buffers=0
export IMPL_syn_area_sq_um=7330
export IMPL_clk_latency_ps=410
export IMPL_rsz0062_at_grt="no"
export IMPL_critPathSlowestCell="edfxtp_1"
export IMPL_ys_cells=761
export IMPL_cts_hold_buf=0
export IMPL_ant_nets=0
export IMPL_relSlewSlack_pct=46.3
export IMPL_finalMaxSlewViolations=0
export IMPL_path_delay_family="buffers and inverters"
export IMPL_reg2reg_depth=7
export IMPL_skew_ps=7.87
export IMPL_wl_um=12600
export IMPL_clockBufferDepth=2
export IMPL_syn2layout_area_growth_pct=10.3
export IMPL_cp_cell_sequence="inv_1, ha_1, o21ai_0, clkdlybuf4s50_1"
export IMPL_ys_seq_share_pct=47.6
export IMPL_drv_cap=0
export IMPL_path_max_fanout=10
export IMPL_row_count=43
export IMPL_power_total_uw=2560
export IMPL_top_area_cell="edfxtp_1"
export IMPL_path_class="register to primary output"
export IMPL_syn_mean_instance_area_sq_um=9.64
export IMPL_hold_path_class="register to register"
export IMPL_synth_simple_area_share_pct=26.7
export IMPL_cts_tree="yes"
export IMPL_yosys_top_cells_count="nor2_1, dfxtp_1, edfxtp_1"
export IMPL_fp_utilization_pct=52.0
export IMPL_antenna_found_initial=0
export IMPL_p_switching_uw=508
export IMPL_cts_root_buf="clkbuf_16"
export IMPL_dieHeight_um=123
export IMPL_grt_ovfl_total=0
export IMPL_p_leak_uw=0.00304
export IMPL_ys_top_cells_by_area="edfxtp_1, dfxtp_1, xor2_1, xnor2_1, nor2_1"
export IMPL_cts_clk_slew_worst_paths_ps=60
export IMPL_ys_sh_xor_pct=14.1
export IMPL_ctsResizeCount=0
export IMPL_synth_cell_types=59
export IMPL_grt_pass1_vias=4816
export IMPL_min_period_ps=3010
export IMPL_synth_async_sr_flop_share_pct=0
export IMPL_crit_required_ps=3600
export IMPL_synth_adder_area_share_pct=3.24
export IMPL_worstReg2RegStart="c_sharp_beep_time_counter[0]"
export IMPL_rrSetupSlack_ps=1800
[flip-flops by register name, indices dropped and copies added, names as in the netlist]
register	flops
counter_output	4
c_sharp_beep_time_counter	25
c_sharp_freq_counter	17
c_sharp_loop_counter	27
counter	25
speaker_out	1
g_sharp_beep_time_counter	27
g_sharp_freq_counter	17
[worst min path at each step]
stage | start | end | cells past startpoint | slack, ps
5_1_grt | g_sharp_beep_time_counter[0] | g_sharp_beep_time_counter[0] | 1 | 480
4_1_cts | g_sharp_beep_time_counter[0] | g_sharp_beep_time_counter[0] | 1 | 460
6_report | g_sharp_beep_time_counter[0] | g_sharp_beep_time_counter[0] | 1 | 460
[per-stage QoR]
| stage | utilization, % | instance area, sq um | setup slack [ps] | cells |
|---|---|---|---|---|
| after floorplan | - | 7330 | 2020 | 761 |
| after global placement | 53.8 | 7580 | 1860 | 935 |
| after detailed placement | 53.8 | 7580 | 1750 | 935 |
| after CTS | 57.4 | 8090 | 1460 | 967 |
| after global routing | 57.4 | 8090 | 1320 | 967 |
| final | 57.4 | 8090 | 1490 | 967 |
[layout make-up]
class / count / area, sq um / share of cell area, %
Multi-Input combinational cell: 571 / 3640 / 44.9
Sequential cell: 143 / 3490 / 43.2
Clock buffer: 21 / 450 / 5.57
Tap cell: 180 / 225 / 2.78
Timing Repair Buffer: 13 / 118 / 1.45
Inverter: 28 / 105 / 1.30
Clock inverter: 11 / 65.1 / 0.804
[power by group through the flow]
stage / Combinational, uW / Clock [uW] / Sequential [uW]
final: 0.00141 / 1220 / 1340
after global routing: 0.00141 / 1320 / 1340
after CTS: 0.00141 / 1260 / 1340
[worst register-to-register path: stages (launching register included)]
cell	delay, ps
edfxtp_1	420
inv_1	80
ha_1	130
or4b_1	420
or4_4	450
o22ai_1	210
o21ai_2	120
inv_1	500
[placed cells by master (no fill, tap or decap), types with 5 or more instances in the layout]
cell type,netlist,routed
ha_1,19,19
nor2_1,115,115
nor2b_1,8,8
buf_4,1,5
xnor2_1,57,57
nand4_1,34,34
nor3_1,19,19
o21ai_0,19,19
a21oi_1,15,15
nand2_1,62,62
and4_1,7,7
dfxtp_1,80,80
edfxtp_1,63,63
clkdlybuf4s50_1,0,8
or3_1,10,10
nor4_1,9,9
o22ai_1,5,5
nor4b_1,7,7
clkbuf_16,0,17
nand2b_1,9,9
xor2_1,61,61
and3_1,13,13
inv_1,28,28
nand3_1,46,46
[routing by layer]
metal,vias up,track usage [%],part of all wire (%)
met5,-,0,0
met2,95,26.4,42
met3,9,4.38,4.2
met1,2409,31.6,53
li1,2710,-,-
met4,0,2.18,0.74
[cells by family after synthesis]
kind of cell             after synthesis
AND/OR/NAND/NOR                      372
multiplexers                           6
AND-OR/OR-AND                         56
flip-flops                           143
adder cells (fa/ha/maj)               19
XOR/XNOR                             118
buffers and inverters                 47
