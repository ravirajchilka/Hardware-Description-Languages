$ cat design.v
module IR_transmitter(
		input clk,rst,btn_800,RX_800_signal,
		output reg TX_RX_signal,LED
);
		reg [31:0] counter;
		reg [31:0] outer_c;
		reg [31:0] test_c;
		reg [31:0] width_c;
		reg [31:0] width_counter;
		reg [31:0] pulse_width;
		reg signal_last_state;
		always_ff@(posedge clk) begin 
				if(!rst) begin 
						counter <= 0;
						outer_c <= 0;
						pulse_width <= 0;
						width_counter <= 0;
						signal_last_state <= 0;
				end
				else begin 
						if(btn_800) begin 
								outer_c <= outer_c + 1;
								if(outer_c<27000000) begin
										counter <= counter + 1;
										if(counter<800/2)
												TX_RX_signal <= 1;
										else 
												TX_RX_signal <= 0;
										if(counter == 800) begin 
												counter <= 0;
										end
								end
								if(outer_c>2*27000000)
										outer_c <= 0;
						end
				end
		end
		always_ff@(posedge clk) begin
				if (pulse_width > 540 ) 
						LED <= 0; 
				else 
						LED <= 1;  
		end
endmodule
$ cat run.sh
#!/bin/bash
# OpenROAD 26Q1-2900-gdf79404cd8, Yosys 0.63+post, stock flow scripts
make -C /OpenROAD-flow-scripts/flow DESIGN_CONFIG=/design/flow/config.mk WORK_HOME=/design/flow/orfs finish
$ cat config.mk
export PLATFORM = sky130hd
export DESIGN_NAME = IR_transmitter
export DESIGN_NICKNAME = IR_transmitter
export VERILOG_FILES = /design/flow/design.v
export SDC_FILE = /design/flow/constraint.sdc
export NUM_CORES = 4
export LEC_CHECK = 1
export CORE_UTILIZATION = 40
$ cat constraint.sdc
current_design IR_transmitter

set clk_period 5.0
set clk_io_pct 0.2

create_clock -name clk0 -period $clk_period [get_ports {clk}]

set non_clock_inputs [all_inputs -no_clocks]
set_input_delay [expr $clk_period * $clk_io_pct] -clock clk0 $non_clock_inputs
set_output_delay [expr $clk_period * $clk_io_pct] -clock clk0 [all_outputs]
==> reports/metrics.yaml <==
route:
  drt-total-wl_microns: 7840
  ant_nets: 0
  diodes: 0
  drc: 0
  viasPerCell: 5.84
  wl_per_cell_microns: 14.4
  drtIter0Drc: 134
  num_vias: 3170
  drtPass1Iterations: 4
die:
  core_sq_um: 8340
  initial_utilization_pct: 42.0
  ios: 6
  rows: 33
  die_width_microns: 95.6
  chipArea_sq_um: 9130
  die_h_microns: 95.6
sta:
  hold_violations: 0
  finalSetupViolations: 0
  tns_ns: 0
  layout_setup_ws_ns: 1.87
  worstMarginPinSlew_ns: 0.822
  max_slew_margin_pct: 44.8
  finalCritPeriodShare_pct: 62.5
  skew_ns: 0.0114
  slew_violations: 0
  rsz0062_at_grt: "false"
  period_needed_ns: 3.13
  timing.fmax_mhz: 320
run:
  warnings: 28
  cap_violations: 0
synthesis:
  ff_type: "dfxtp_1"
  synth-edff-count: 1
  yosys.stat.seqShare_pct: 37.4
  ys.flops: 65
  ys_sh_xor_pct: 7.50
  synth.most_common_cell: "dfxtp_1"
  synth_area_sq_um: 3500
  synthCells: 438
  aoi_share_pct: 13.9
  top_logic_kind: "simple AND/OR/NAND/NOR gates"
  ys_types: 47
  async_flop_share_pct: 0
  largest_area_cell: "dfxtp_1"
  simple_gate_area_share_pct: 35.0
  yosys-stat-cells: 438
  top_cells_by_area: "dfxtp_1 (37%), nand2_1 (5.4%), nor2_1 (4.9%), nand4_1 (4.8%), xor2_1 (4.5%)"
  muxShareOfSynthArea_pct: 0.572
  adder_share_pct: 1.43
  ys_area_sq_um: 3500
  synth.top_cell.area_share_pct: 36.6
  common_cells: "dfxtp_1 (64), nand2_1 (50), nor2_1 (46)"
  yosys_warnings: 1
  avgSynthCellArea_sq_um: 8.00
worst_setup_path:
  worstPathRequired_ns: 5.25
  start_kind: "primary input"
  crit_path_end: "counter[19]$_SDFFE_PN0P_"
  crit_arrival_ns: 3.37
  crit_start: "btn_800"
  cp_max_fo: 14
  reg2reg_slack_ns: 2.28
  rr_endpoint: "counter[19]$_SDFFE_PN0P_"
  crit_path_end_kind: "flop"
  worstSetupPathType: "in2reg"
  timing.rr.start: "outer_c[26]$_SDFFE_PN0P_"
  reg2regPathDepth: 5
global_routing:
  grt_max_degree: 43
  grt_overflow: 0
  grtUsageTotal_pct: 19.3
  grt_pass1_vias: 2732
  antenna_found_initial: 0
  grt_pass1_wl_microns: 13600
status:
  status: "finished clean"
cells_and_area:
  fin_cells: 543
  seq_area_sq_um: 1310
  logic_area_sq_um: 2060
  nFillCells: 804
  area_delta_synth_final_pct: 10.3
  drive_above_1_share_pct: 7.76
clock_tree:
  clk_latency_ns: 0.34
  clockBufferDepth: 2
  cts_setup_buffers: 0
  cts_resized: 0
  hold_buffers: 0
  cts_root_buf: "clkbuf_8"
  tritoncts: "yes"
  clkSinkCount: 65
  cts-htree-levels: 3
  path_clk_slew_ns: 0.07
  cts_buffers: 9
placement:
  dp_hpwl_microns: 5050
  dp_slack_ns: 1.52
  port_buffers: 3
  dp.cells: 527
  gp_congestion: 0.860
worst_hold_path:
  hold_path_class: "reg2reg"
power:
  p_leak_nw: 1.25
  ir_drop_mv: 0.145
  p_per_area_nw_per_um2: 293
logic make-up after synthesis:
| group | after synthesis |
|---|---|
| XOR/XNOR | 30 |
| AND-OR/OR-AND | 69 |
| other | 1 |
| buffers and inverters | 34 |
| flip-flops | 65 |
| multiplexers | 2 |
| AND/OR/NAND/NOR | 233 |
| adder cells (fa/ha/maj) | 4 |
state kept, by name, summed over array words and instances, names as in the netlist:
signal,count
TX_RX_signal,1
counter,32
outer_c,32
worst max-delay path, stage by stage:
cell and delay [ns]:
clkdlybuf4s50_1 0.67, nand2b_1 0.19, o41ai_4 0.61, nand2_1 0.52
o32ai_1 0.39
routing by layer:
layer | wire, microns | GRT usage (%)
met3 | 351 | 3.24
met4 | 70 | 1.62
met2 | 3330 | 28.3
met1 | 4080 | 31.4
met5 | 0 | 0
power by group:
part | internal (W) | switching [W] | total (W)
registers | 0.000522 | 0.00000512 | 0.000527
clock network | 0.000346 | 0.000213 | 0.000560
logic | 0.0000141 | 0.0000302 | 0.0000443
total | 0.000883 | 0.000249 | 0.00113
final cells by class:
| type | instances | area share, % |
|---|---|---|
| Clock buffer | 10 | 3.56 |
| Clock inverter | 6 | 2.98 |
| Inverter | 9 | 0.874 |
| Multi-Input combinational cell | 339 | 53.3 |
| Sequential cell | 65 | 33.9 |
| Tap cell | 105 | 3.40 |
| Timing Repair Buffer | 9 | 1.94 |
worst min-delay path by stage:
stage         slack, ns                        to  cells past startpoint                     start
finish             0.49  counter[31]$_SDFFE_PN0P_                      2  counter[31]$_SDFFE_PN0P_
CTS                0.49  counter[31]$_SDFFE_PN0P_                      2  counter[31]$_SDFFE_PN0P_
global route       0.50  counter[31]$_SDFFE_PN0P_                      2  counter[31]$_SDFFE_PN0P_
per-stage QoR:
stage / utilization (%) / instance area, sq um / total power (W) / hold slack, ns
after floorplan: - / 3500 / 0.000572 / 0.443
after global placement: 43.3 / 3610 / 0.000583 / 0.468
after detailed placement: 43.3 / 3610 / 0.000584 / 0.474
after CTS: 46.3 / 3860 / 0.00115 / 0.486
after global routing: 46.3 / 3860 / 0.00117 / 0.504
final: 46.3 / 3860 / 0.00113 / 0.486
cell usage in the layout, fill, tap and decap left out, types with 2 or more instances in the layout:
cell	n
dfxtp_1	64
nand2_1	50
nor2_1	46
nand4_1	27
nand3_1	25
a21oi_1	24
xor2_1	18
nand2b_1	12
nor4_1	12
nor3_1	12
xnor2_1	12
o32ai_1	10
or4_1	10
clkbuf_8	10
inv_1	9
and4_1	9
or3_1	8
and3_1	7
o22ai_1	7
o21ai_0	6
buf_4	6
or2_2	5
o31ai_1	5
ha_1	4
nor4b_1	3
a31o_2	3
bufinv_16	3
clkdlybuf4s50_1	3
o311ai_0	2
a31oi_1	2
and2_1	2
mux2i_1	2
nand3b_1	2
clkinv_4	2
Power figures rest on the tool's default switching activity, not on a simulated workload.
