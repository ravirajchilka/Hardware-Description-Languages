[flow/design.v]
module metronome_8_beats(
    input clk,
	output reg a, b, c, d, e, f, g, speaker_out
);
	reg [3:0] counter_output = 1;  
	reg [31:0] counter;
	reg [18:0] freq_counter;
	reg [25:0] beep_time_counter;
	always@(posedge clk) begin 
		beep_time_counter <= beep_time_counter + 1;
		if(beep_time_counter == 27000000) 
			beep_time_counter <= 0;
		if(beep_time_counter < (27000000/5)) begin 
		    freq_counter <= freq_counter + 1;
		    if(freq_counter == 97122)  
			  	freq_counter <= 0;
		    if(freq_counter < 97122/2) 
			  	speaker_out <= 1;
		    else 
			  	speaker_out <= 0;
		end	
		if(counter == 27000000) begin 
			counter <= 0;
			counter_output <= counter_output + 1;
			if(counter_output == 4'b1000) begin 
				counter_output <= 1;  
			end
		end
		else begin 
			counter <= counter + 1;
		end
	end
	always @(counter_output) begin
			 case(counter_output)
			 4'b0000: {a, b, c, d, e, f, g} = 7'b1111110;  
			 4'b0001: {a, b, c, d, e, f, g} = 7'b0110000;  
			 4'b0010: {a, b, c, d, e, f, g} = 7'b1101101;  
			 4'b0011: {a, b, c, d, e, f, g} = 7'b1111001;  
			 4'b0100: {a, b, c, d, e, f, g} = 7'b0110011;  
			 4'b0101: {a, b, c, d, e, f, g} = 7'b1011011;  
			 4'b0110: {a, b, c, d, e, f, g} = 7'b1011111;  
			 4'b0111: {a, b, c, d, e, f, g} = 7'b1110000;  
			 4'b1000: {a, b, c, d, e, f, g} = 7'b1111111;  
			 4'b1001: {a, b, c, d, e, f, g} = 7'b1111011;  
			 default: {a, b, c, d, e, f, g} = 7'b0000000;  
		 endcase
	 end
endmodule
[flow/run.sh]
#!/bin/bash
# OpenROAD 26Q1-2900-gdf79404cd8, Yosys 0.63+post, stock flow scripts
make -C /OpenROAD-flow-scripts/flow DESIGN_CONFIG=/design/flow/config.mk WORK_HOME=/design/flow/orfs finish
[flow/config.mk]
export PLATFORM = sky130hd
export DESIGN_NAME = metronome_8_beats
export DESIGN_NICKNAME = metronome_8_beats
export VERILOG_FILES = /design/flow/design.v
export SDC_FILE = /design/flow/constraint.sdc
export NUM_CORES = 4
export LEC_CHECK = 1
export CORE_UTILIZATION = 50
[flow/constraint.sdc]
current_design metronome_8_beats

set clk_period 6.3
set clk_io_pct 0.2

create_clock -name clk0 -period $clk_period [get_ports {clk}]

set non_clock_inputs [all_inputs -no_clocks]
set_input_delay [expr $clk_period * $clk_io_pct] -clock clk0 $non_clock_inputs
set_output_delay [expr $clk_period * $clk_io_pct] -clock clk0 [all_outputs]
==> results.env <==
OUTCOME='complete, no violations'
EDFF_COUNT_SYNTH=24
SYNTHXORXNORAREAFRAC_PCT=14.1
PWR-SHARE-CLK_PCT=40.0
SYNTH.DISTINCT_CELLS=51
SYNTHAOIAREAFRAC_PCT=6.11
AVGSYNTHCELLAREA_SQ_UM=9.44
FINALSETUPVIOLCOUNT=0
NUMCLOCKSINKS=82
RSZ0062_AT_GRT='no'
ROUTED_WL_MICRONS=6860
COUNT_OF_NETS_LEFT_WITH_ANTENNA_VIOLATIONS_AFTER_DETAIL_ROUTING=0
AVGROUTEDWIREPERCELL_MICRONS=12.5
SYNTHTOPLOGICFAMILY='simple AND/OR/NAND/NOR gates'
MAX_STAGE_DELAY_PS=520
WORST_SETUP_PATH_START_KIND='flop'
MUX_CELL_AREA_SHARE_AFTER_SYNTHESIS_PCT=0.247
WORST_SETUP_HOLD_PATH_CLK_SLEW_PS=70
LAYOUT_WORST_PATH_CYCLE_SHARE_PCT=53.1
WORST_SETUP_PATH_ENDPOINT='f'
COMMON_CELLS='sky130_fd_sc_hd__dfxtp_1, sky130_fd_sc_hd__nor2_1, sky130_fd_sc_hd__nand3_1, sky130_fd_sc_hd__xnor2_1, sky130_fd_sc_hd__nand2_1'
GRT_FIRST_PASS_WIRELENGTH_MICRONS=12000
DP.FINAL_HPWL_MICRONS=4830
ROWS=32
NETSWITCHINGFRACTION_PCT=19.7
SYNTH_TOP_CELL_BY_COUNT='sky130_fd_sc_hd__dfxtp_1'
POSTSYNTH.ASYNCRESETSHARE_PCT=0
CPMOSTUSEDCELL='sky130_fd_sc_hd__inv_1'
CRITICAL_PATH.MAX_FANOUT=8
DP_SLACK_PS=3320
WORSTHOLDSTART='counter[31]$_SDFF_PN0_'
DIE-AREA_SQ_UM=8470
HOLD_PATH.CLASS='flop to flop'
TOP_CELL_AREA_SHARE_PCT=28.7
TRACK_USAGE_PCT=17.8
POST_SYNTH_INST_COUNT=429
SETUP.WORST_PATH.END_CLASS='output pin'
FIRST_GLOBAL_VIAS=2687
DETAIL_ROUTE.FIRST_PASS.ITERATIONS=4
CTS.REPAIR.RESIZED=0
BOUNDARYPINS=9
TOTAL_NET_SWITCHING_POWER_uW=177
MAX-CAP-VIOLATIONS=0
NFILLCELLS=689
CP.DEPTH=6
WARNINGS=34
LARGEST_NET_DEGREE_AT_THE_START_OF_GLOBAL_ROUTING=21
STATIC_LEAKAGE_nW=1.62
TIMING.FINAL.WS_SETUP_PS=2950
R2R_SLACK_PS=4110
POST_DRT_VIA_CELL_RATIO=5.32
DIE-HEIGHT_MICRONS=92.0
SLEW_HEADROOM_PCT=48.7
CRITICAL_PATH.REG2REG.ENDPOINT='counter_output[1]$_SDFFCE_PN0N_'
CTS_MAX_LEVEL=3
GP_ROUTABILITY_CONGESTION=0.835
YS_CHIP_AREA_SQ_UM=4050
AREA.GROWTH.SYNTH_TO_FINAL_PCT=9.33
MIN_PERIOD_PS=3350
DRC=0
YS_DOMINANT_REG_CELL='sky130_fd_sc_hd__dfxtp_1'
GRT_ANTENNA_BEFORE_REPAIR=0
CLK_SKEW_PS=8.68
CELLINTERNALPOWER_uW=721
SETUP_TNS_PS=0
TIMING.CRITICAL_PATH.BUF_INV=3
PEAK_FREQ_GHz=0.299
CTS-ROOT-TO-SINK-BUFFERS=2
PWR_DENSITY_nW_PER_UM2=203
TALLY_OF_BUFFERS_ADDED_ON_DESIGN_PORTS=8
SLEW_VIOL_FINAL=0
TIMING.CRITICAL_PATH.CELLS='inv_1 > ha_1 > inv_1 > o21a_1 > o22ai_1 > clkdlybuf4s50_1'
INITIAL_UTILIZATION_PCT=52.2
FINAL-HOLD-VIOLATION-COUNT=0
YS_SEQ_SHARE_PCT=46.4
CTS_ROOT_BUFFER='sky130_fd_sc_hd__clkbuf_8'
DRT-INITIAL-DRC-COUNT=102
CTS_HOLD_BUF=0
GLOBAL_ROUTE.OVERFLOW_TOTAL=0
POSTSYNTHREGISTERBITS=82
POST_SYNTH_AND_OR_NAND_NOR_AREA_FRACTION_PCT=26.5
ANTENNA_CELLS=0
WORST-ENDPOINT-REQUIRED_PS=5040
DIE_W_MICRONS=92.0
CORE_SQ_UM=7770
FINAL_LAYOUT_SIZE_SUFFIX_GT1_SHARE_PCT=6.04
ROUTED-VIA-COUNT=2922
WORST_R2R_STARTPOINT='counter[3]$_SDFF_PN0_'
YS_SH_ADDER_PCT=4.01
CRITPATHLAUNCH='counter_output[1]$_SDFFCE_PN0N_'
TRITONCTS='built'
SETUP.WORST_PATH.CLASS='flop to output pin'
WORSTSKEWPAIRLATENCY_PS=340
YS_WARN_COUNT=1
SYNTHESIS.AREA_SQ_UM=4050
CP_TOP_FAMILY='buffers and inverters'
TIMING_WORST_SLEW_PIN_VALUE_PS=763
CRITICAL-PATH-SLOWEST-CELL='sky130_fd_sc_hd__edfxtp_1'
POWER.COMBINATIONAL.FRACTION_PCT=0
NETLIST_TOP_CELLS_AREA='sky130_fd_sc_hd__dfxtp_1, sky130_fd_sc_hd__edfxtp_1, sky130_fd_sc_hd__xnor2_1, sky130_fd_sc_hd__xor2_1, sky130_fd_sc_hd__nor2_1'
VDD.IR_DROP.WORST_uV=115
PWR-SHARE-SEQ_PCT=60.0
SYNTH-CELLS-YOSYS=429
WORSTPATHARRIVAL_PS=2090
CTS.REPAIR_TIMING.SETUP_BUFFER_COUNT=0
SYNTH.LARGEST_AREA_CELL='sky130_fd_sc_hd__dfxtp_1'
R2R.WORST_PATH.CELLS=4
CTS_MADE_BUFFERS=9
POSTLAYOUTCOREUTIL_PCT=57.0
[logic make-up (layout without fill, tap and decap cells)]
family          count (synthesis)  after routing
simple gates                  206            206
flops                          82             82
xor+xnor                       65             65
compound gates                 38             38
buf+inv                        24             42
fa+ha+maj                      13             13
mux                             1              1
[state kept, by name (all words and copies together), names as in the netlist]
name and flops:
freq_counter 19, counter 32, speaker_out 1, counter_output 4, beep_time_counter 26
[routing by layer]
layer  GRT usage [%]  wire length, microns  vias to the layer above
li1                -                     -                     1554
met5               0                     0                        -
met3            2.19                   194                        9
met2            26.4                  2830                       39
met4            2.47                    96                        0
met1            30.0                  3740                     1320
[cell usage in the layout (no fill, tap or decap), types with 3 or more instances in the layout]
cell type	netlist	routed
sky130_fd_sc_hd__xnor2_1	35	35
sky130_fd_sc_hd__nand3b_1	3	3
sky130_fd_sc_hd__xor2_1	30	30
sky130_fd_sc_hd__ha_1	13	13
sky130_fd_sc_hd__o21ai_0	10	10
sky130_fd_sc_hd__or3_1	3	3
sky130_fd_sc_hd__nand2_1	34	34
sky130_fd_sc_hd__and4_1	6	6
sky130_fd_sc_hd__and3_1	4	4
sky130_fd_sc_hd__a21oi_1	4	4
sky130_fd_sc_hd__nor2_1	55	55
sky130_fd_sc_hd__inv_1	15	15
sky130_fd_sc_hd__nand4_1	19	19
sky130_fd_sc_hd__nor4_1	6	6
sky130_fd_sc_hd__a31oi_1	5	5
sky130_fd_sc_hd__nor3_1	17	16
sky130_fd_sc_hd__o22ai_1	4	4
sky130_fd_sc_hd__dfxtp_1	58	58
sky130_fd_sc_hd__nand2b_1	3	3
sky130_fd_sc_hd__nand3_1	35	35
sky130_fd_sc_hd__edfxtp_1	24	24
sky130_fd_sc_hd__clkbuf_8	0	9
sky130_fd_sc_hd__buf_4	2	3
sky130_fd_sc_hd__clkdlybuf4s50_1	0	8
sky130_fd_sc_hd__nor2b_1	4	4
[stage by stage]
stage	hold WS, ps	area [sq um]	power (mW)	instances
finish	476	4430	0.898	549
global route	487	4430	0.929	549
CTS	472	4430	0.913	549
detailed placement	457	4240	0.551	533
global placement	460	4240	0.551	533
floorplan	432	4050	0.551	429
[area by class of cell]
class	count	area (sq um)	share of cell area [%]
clock buffer	11	131	2.97
clock inverter	5	55.1	1.24
inverter	15	56.3	1.27
multi-input combinational	323	2070	46.8
sequential	82	1880	42.5
tap	102	128	2.88
timing repair buffer	11	103	2.32
[power groups by stage]
stage / registers (mW) / logic (mW) / clock network, mW
4_1_cts: 0.539 / 0.000000778 / 0.374
6_report: 0.539 / 0.000000778 / 0.359
5_1_grt: 0.539 / 0.000000778 / 0.390
[how the worst min path moves through the flow]
stage     slack (ps)  cells after the start                     end
4_1_cts          470                      1  counter[31]$_SDFF_PN0_
5_1_grt          490                      1  counter[31]$_SDFF_PN0_
6_report         480                      1  counter[31]$_SDFF_PN0_
No activity file was given, so power comes from the tool's default toggle rates.
